==> ./design.v <==
module lab2(
    input      [9:0] SW,
    output     [6:0] HEX0_D,
    output     [6:0] HEX1_D,
    output     [6:0] HEX2_D,
    output     [6:0] HEX3_D
    );
    SEG i_seg(
        .HEX        (SW[9:8]),
        .num        (SW[3:0]),
        .HEX0_D     (HEX0_D),
        .HEX1_D     (HEX1_D),
        .HEX2_D     (HEX2_D),
        .HEX3_D     (HEX3_D)
    );
endmodule
module SEG(
    input      [2:0] HEX,
    input      [3:0] num,
    output reg [6:0] HEX0_D,
    output reg [6:0] HEX1_D,
    output reg [6:0] HEX2_D,
    output reg [6:0] HEX3_D
);
    always @(HEX) begin
        case(HEX)
        0 : begin
            HEX1_D = 7'b1111111;
            HEX2_D = 7'b1111111;
            HEX3_D = 7'b1111111;
            case(num[3:0])
            4'h0 : HEX0_D = 7'b1000000;
            4'h1 : HEX0_D = 7'b1111001;
            4'h2 : HEX0_D = 7'b0100100;
            4'h3 : HEX0_D = 7'b0110000;
            4'h4 : HEX0_D = 7'b0011001;
            4'h5 : HEX0_D = 7'b0010010;
            4'h6 : HEX0_D = 7'b0000010;
            4'h7 : HEX0_D = 7'b1111000;
            4'h8 : HEX0_D = 7'b0000000;
            4'h9 : HEX0_D = 7'b0010000;
            4'hA : HEX0_D = 7'b0001000;
            4'hB : HEX0_D = 7'b0000011;
            4'hC : HEX0_D = 7'b1000110;
            4'hD : HEX0_D = 7'b0100001;
            4'hE : HEX0_D = 7'b0000110;
            4'hF : HEX0_D = 7'b0001110;
            endcase 
        end
        1 : begin
            HEX0_D = 7'b1111111;
            HEX2_D = 7'b1111111;
            HEX3_D = 7'b1111111;
            case(num[3:0])
            4'h0 : HEX1_D = 7'b1000000;
            4'h1 : HEX1_D = 7'b1111001;
            4'h2 : HEX1_D = 7'b0100100;
            4'h3 : HEX1_D = 7'b0110000;
            4'h4 : HEX1_D = 7'b0011001;
            4'h5 : HEX1_D = 7'b0010010;
            4'h6 : HEX1_D = 7'b0000010;
            4'h7 : HEX1_D = 7'b1111000;
            4'h8 : HEX1_D = 7'b0000000;
            4'h9 : HEX1_D = 7'b0010000;
            4'hA : HEX1_D = 7'b0001000;
            4'hB : HEX1_D = 7'b0000011;
            4'hC : HEX1_D = 7'b1000110;
            4'hD : HEX1_D = 7'b0100001;
            4'hE : HEX1_D = 7'b0000110;
            4'hF : HEX1_D = 7'b0001110;
            endcase 
        end
        2 : begin
            HEX0_D = 7'b1111111;
            HEX1_D = 7'b1111111;
            HEX3_D = 7'b1111111;
            case(num[3:0])
            4'h0 : HEX2_D = 7'b1000000;
            4'h1 : HEX2_D = 7'b1111001;
            4'h2 : HEX2_D = 7'b0100100;
            4'h3 : HEX2_D = 7'b0110000;
            4'h4 : HEX2_D = 7'b0011001;
            4'h5 : HEX2_D = 7'b0010010;
            4'h6 : HEX2_D = 7'b0000010;
            4'h7 : HEX2_D = 7'b1111000;
            4'h8 : HEX2_D = 7'b0000000;
            4'h9 : HEX2_D = 7'b0010000;
            4'hA : HEX2_D = 7'b0001000;
            4'hB : HEX2_D = 7'b0000011;
            4'hC : HEX2_D = 7'b1000110;
            4'hD : HEX2_D = 7'b0100001;
            4'hE : HEX2_D = 7'b0000110;
            4'hF : HEX2_D = 7'b0001110;
            endcase 
        end
        3 : begin
            HEX0_D = 7'b1111111;
            HEX1_D = 7'b1111111;
            HEX2_D = 7'b1111111;
            case(num[3:0])
            4'h0 : HEX3_D = 7'b1000000;
            4'h1 : HEX3_D = 7'b1111001;
            4'h2 : HEX3_D = 7'b0100100;
            4'h3 : HEX3_D = 7'b0110000;
            4'h4 : HEX3_D = 7'b0011001;
            4'h5 : HEX3_D = 7'b0010010;
            4'h6 : HEX3_D = 7'b0000010;
            4'h7 : HEX3_D = 7'b1111000;
            4'h8 : HEX3_D = 7'b0000000;
            4'h9 : HEX3_D = 7'b0010000;
            4'hA : HEX3_D = 7'b0001000;
            4'hB : HEX3_D = 7'b0000011;
            4'hC : HEX3_D = 7'b1000110;
            4'hD : HEX3_D = 7'b0100001;
            4'hE : HEX3_D = 7'b0000110;
            4'hF : HEX3_D = 7'b0001110;
            endcase 
        end
        endcase
    end
endmodule
module lab3(
    input            CLOCK_50_2,
    input      [0:0] SW,
    input      [0:0] BUTTON,
    output     [2:0] OUT,
    output           KEYPULSE,
    output     [6:0] HEX1_D
);
    wire        keyPulse;
    wire [3:0]  out;
    pulseKey i_pulseKey(
        .btn        (BUTTON),
        .clk        (CLOCK_50_2),
		.reset      (SW),
        .keyPulse   (keyPulse)
    );
    assign KEYPULSE = keyPulse;
    FSM i_fsm(
        .clk        (CLOCK_50_2),
        .rst        (SW),
        .inputKey   (keyPulse),
        .outputdata (out)
    );
    assign OUT = out;
    SEG i_seg(
        .HEX        (1),
        .num        (out),
        .HEX0_D     (),
        .HEX1_D     (HEX1_D),
        .HEX2_D     (),
        .HEX3_D     ()
    );
endmodule
module FSM (
    input               clk,
    input               rst,
    input               inputKey,
    output reg [2:0]    outputdata
);
    reg [2:0] state;
    always @(posedge clk) begin
        if (rst) begin
            state <= 0;
            outputdata <= 0;
        end
        else begin
            case (state)
                0 : begin
                    outputdata <= 0;
                    if (inputKey == 1) state <= 1;
                end
                1 : begin
                    outputdata <= 1;
                    if (inputKey == 1) state <= 2;
                end 
                2 : begin
                    outputdata <= 2;
                    if (inputKey == 1) state <= 3;
                end 
                3 : begin
                    outputdata <= 3;
                    if (inputKey == 1) state <= 4;
                end 
                4 : begin
                    outputdata <= 4;
                    if (inputKey == 1) state <= 5;
                end
                5 : begin
                    outputdata <= 5;
                    if (inputKey == 1) state <= 6;
                end 
                6 : begin
                    outputdata <= 6;
                    if (inputKey == 1) state <= 7;
                end
                7 : begin
                    outputdata <= 7;
                    if (inputKey == 1) state <= 0;
                end 
                default: state <= 0;
            endcase
        end
    end
endmodule
module pulseKey (
    input       btn,
    input       clk,
    input       reset,
    output reg  keyPulse
);
    reg q_DFF, out;
    always @(posedge clk or posedge reset) begin
        if (reset) q_DFF = 0;
        else       q_DFF = btn;
    end
    always @(posedge clk or posedge reset) begin
        if (reset) keyPulse = 0;
        else       keyPulse = (q_DFF == 0) && (btn == 1);
    end
endmodule
==> ./run.sh <==
#!/bin/bash
# OpenROAD 26Q1-2900-gdf79404cd8, Yosys 0.63+post, stock flow scripts
make -C /OpenROAD-flow-scripts/flow DESIGN_CONFIG=/design/flow/config.mk WORK_HOME=/design/flow/orfs finish
==> ./config.mk <==
export PLATFORM = sky130hd
export DESIGN_NAME = lab3
export DESIGN_NICKNAME = lab3
export VERILOG_FILES = /design/flow/design.v
export SDC_FILE = /design/flow/constraint.sdc
export NUM_CORES = 4
export LEC_CHECK = 1
export CORE_AREA = 10 10 71 71
export DIE_AREA = 0 0 81 81
==> ./constraint.sdc <==
current_design lab3

set clk_period 1.9
set clk_io_pct 0.2

create_clock -name clk0 -period $clk_period [get_ports {CLOCK_50_2}]

set non_clock_inputs [all_inputs -no_clocks]
set_input_delay [expr $clk_period * $clk_io_pct] -clock clk0 $non_clock_inputs
set_output_delay [expr $clk_period * $clk_io_pct] -clock clk0 [all_outputs]
==> flow_summary.json <==
{
  "syn-cell-area_um2": 752,
  "final.period_utilization_pct": 82.8,
  "tightestPinTransition_ns": 0.361,
  "synth_chip_area_um2": 752,
  "power.ir.vdd_worst_v": 0.000262,
  "critPathKind": "primary input to flip-flop",
  "topCellsByArea": "dfxtp_1, mux2i_1, ha_1, dfrtp_1, nor2_1",
  "synthDistinctLibCells": 18,
  "synth_warnings": 5,
  "fp-row-count": 22,
  "via_count": 463,
  "cts_tree": "yes",
  "worstHoldPathType": "flip-flop to flip-flop",
  "fmaxAchievable_ghz": 0.636,
  "max-cap-violations": 0,
  "setup-tns-final_ns": 0,
  "post_drt_via_cell_ratio": 3.53,
  "layout_top_cells_excl_fill_tap": "dfxtp_1, clkdlybuf4s50_1, mux2i_1",
  "syn-instance-count": 65,
  "cts_num_sinks": 20,
  "ys.flop_type": "dfxtp_1",
  "final_period_minus_worst_setup_slack_ns": 1.57,
  "final.fill_count": 384,
  "floorplan.io_pins": 14,
  "setup_repair_bufs_after_cts": 0,
  "drive_above_1_share_pct": 16.9,
  "critical_path.max_stage_delay_ns": 0.46,
  "globalRouteTotalUtil_pct": 3.50,
  "insertedDiodeCount": 0,
  "insertion_delay_late_pin_ns": 0.25,
  "ys_seq_share_pct": 54.6,
  "tool_warnings": 29,
  "rsz0062_at_grt": "false",
  "grt_remaining_overflow": 0,
  "drt_first_iter_violations": 5,
  "grt_max_degree": 12,
  "run_status": "finished clean",
  "synth_async_sr_flop_share_pct": 10.0,
  "cell_type_contributing_the_most_total_cell_area_after_synthesis": "dfxtp_1",
  "grt_antenna_before_repair": 0,
  "dpl.cell_count": 127,
  "htree_levels": 1,
  "drt.antenna.violating_nets": 0,
  "area_growth_pct": 34.8,
  "yosys-stat-cells": 65,
  "crit_path_cell_trace": "clkdlybuf4s50_1, or2_2, ha_1, and2_2",
  "die-width_um": 81,
  "cts.hold.buffers_added": 0,
  "syn_area_per_cell_um2": 11.6,
  "final.setup_skew_ns": 0.00155,
  "die_y_um": 81,
  "worst_setup_hold_path_clk_slew_ns": 0.07,
  "synth.ff_latch_count": 20,
  "wire_per_inst_um": 8.71,
  "lay_top_count": "dfxtp_1",
  "clock_tree.root_cell": "clkbuf_8",
  "report.final.slew_viol_count": 0,
  "critical_path_at_ns": 1.72,
  "floorplan.initialDensity_pct": 20.7,
  "crit_required_ns": 2.05,
  "timing.max_slew.rel_slack_pct": 75.7,
  "dp_hpwl_um": 885,
  "drt_first_pass_iters": 3,
  "global_route_wire_length_before_repair_mm": 1.88,
  "worst_path_max_delay_cell": "clkdlybuf4s50_1",
  "worst_setup_path_end_kind": "flip-flop",
  "cellPowerDensity_mw_per_mm2": 796,
  "fp.coreArea_mm2": 0.00363,
  "timing.final.hold_violations": 0,
  "leakagePower_uw": 0.000419,
  "gp_congestion": 0.807,
  "cts_inserted_buffers": 3,
  "placement.io_buffers": 13,
  "drc": 0,
  "yosysTopAreaCellShare_pct": 47.9,
  "clock_path_buffers": 2,
  "number_of_enable_type_register_cells_in_the_synthesized_netlist": 0,
  "totalWireLength_mm": 1.14,
  "final-instance-count-excl-fill": 131,
  "cp_max_fo": 7,
  "startpoint_type": "primary input",
  "finalSetupViolCount": 0,
  "postCtsResizedCells": 0,
  "dieArea_mm2": 0.00656,
  "first_global_vias": 426
}
==> layer usage <==
| layer | share of wire (%) | up-vias | global-route usage [%] |
|---|---|---|---|
| li1 | - | 247 | - |
| met5 | 0 | - | 0 |
| met1 | 45 | 200 | 4.53 |
| met2 | 39 | 14 | 5.10 |
| met4 | 0.53 | 0 | 0.346 |
| met3 | 15 | 2 | 2.12 |
==> state kept, by name, summed over array words and instances (netlist names) <==
| register | cells |
|---|---|
| i_fsm.outputdata | 3 |
| i_pulseKey.q_DFF | 1 |
| i_pulseKey.keyPulse | 1 |
| HEX1_D | 7 |
| i_fsm.state | 8 |
==> final cells by class <==
| type | instances | area, um^2 | share of cell area [%] |
|---|---|---|---|
| clock buffers | 4 | 55.1 | 5.43 |
| inverters | 6 | 22.5 | 2.22 |
| multi-input cells | 36 | 305 | 30.1 |
| flip-flops and latches | 20 | 410 | 40.5 |
| well taps | 48 | 60.1 | 5.93 |
| repair buffers | 17 | 160 | 15.8 |
==> kinds of logic after synthesis <==
family	share of synthesized area, %
AOI/OAI and AO/OA	0.999
adders and majority gates	8.32
buffers and inverters	4.82
DFF	54.6
muxes	16.6
and+or+nand+nor	14.6
==> power breakdown <==
part | switching [uW] | total (uW) | internal, uW
registers | 4.84 | 438 | 433
clock network | 129 | 313 | 184
logic | 21.3 | 56.0 | 34.8
total | 155 | 807 | 652
==> final timing paths <==
path	startpoint	endpoint	slack (ns)	cells after the start
setup / recovery	SW[0]	HEX1_D[1]	0.33	4
hold / removal	i_pulseKey.q_DFF	i_pulseKey.keyPulse	0.40	1
setup reg to reg	i_fsm.state[5]	HEX1_D[0]	0.39	5
hold reg to reg	i_pulseKey.q_DFF	i_pulseKey.keyPulse	0.40	1
max in group asynchronous	SW[0]	i_pulseKey.keyPulse	1.23	3
min in group asynchronous	SW[0]	i_pulseKey.q_DFF	0.55	3
==> critical path, delay by kind of cell <==
kind                     cells  cell delay (ns)
AND/OR/NAND/NOR              2             0.55
buffers and inverters        1             0.46
adder cells (fa/ha/maj)      1             0.33
==> synth_stat cells (2+ instances only) <==
master	instances
buf_2	2
inv_1	6
dfrtp_1	2
ha_1	5
mux2i_1	11
dfxtp_1	18
nor2_1	9
nor4_1	2
==> through the flow <==
stage	cell area (um^2)	total power (uW)	worst slack [ns]	hold WS (ns)	utilization, %
3_3_place_gp	958	505	0.0967	0.388	26.4
2_1_floorplan	752	474	0.439	0.340	-
5_1_grt	1010	842	0.276	0.427	27.9
3_5_place_dp	958	505	0.0610	0.398	26.4
6_report	1010	807	0.328	0.404	27.9
4_1_cts	1010	815	0.325	0.407	27.9
Power figures rest on the tool's default switching activity, not on a simulated workload.
