**./config.mk**
```make
export PLATFORM = sky130hd
export DESIGN_NAME = lab6
export DESIGN_NICKNAME = lab6
export VERILOG_FILES = /design/flow/design.v
export SDC_FILE = /design/flow/constraint.sdc
export NUM_CORES = 4
export LEC_CHECK = 1
export CORE_UTILIZATION = 50
```
**./constraint.sdc**
```tcl
current_design lab6

set clk_period 3.2
set clk_io_pct 0.2

create_clock -name clk0 -period $clk_period [get_ports {CLOCK_50_2}]

set non_clock_inputs [all_inputs -no_clocks]
set_input_delay [expr $clk_period * $clk_io_pct] -clock clk0 $non_clock_inputs
set_output_delay [expr $clk_period * $clk_io_pct] -clock clk0 [all_outputs]
```
**./design.v**
```verilog
module lab6(
    input				CLOCK_50_2,
    input      [9:0]	SW,
	output reg [31:0]	cnt,
    output          	presclaerFlag,
	output reg			preCLK,
    output     [9:0]    LEDG
);
	parameter target = 20000000;
	parameter targetTB = 10;
	reg [9:0] regLED = 1;
	reg [9:0] regLED_buff;
	presclaer i_presclaer(
		.CLK			(CLOCK_50_2),
		.rst			(SW[9]),
		.target			(target),
		.cnt			(cnt),
		.presclaerFlag	(presclaerFlag),
		.preCLK			(preCLK)
	);
	always @(posedge CLOCK_50_2) begin
		regLED_buff <= regLED;
		if (presclaerFlag == 1) begin
			if (SW[0] == 1) begin
				regLED[0] <= regLED_buff[9];
				regLED[1] <= regLED_buff[0];
				regLED[2] <= regLED_buff[1];
				regLED[3] <= regLED_buff[2];
				regLED[4] <= regLED_buff[3];
				regLED[5] <= regLED_buff[4];
				regLED[6] <= regLED_buff[5];
				regLED[7] <= regLED_buff[6];
				regLED[8] <= regLED_buff[7];
				regLED[9] <= regLED_buff[8];
			end
			else begin
				regLED[0] <= regLED_buff[1];
				regLED[1] <= regLED_buff[2];
				regLED[2] <= regLED_buff[3];
				regLED[3] <= regLED_buff[4];
				regLED[4] <= regLED_buff[5];
				regLED[5] <= regLED_buff[6];
				regLED[6] <= regLED_buff[7];
				regLED[7] <= regLED_buff[8];
				regLED[8] <= regLED_buff[9];
				regLED[9] <= regLED_buff[0];
			end
		end
	end
	always @(posedge CLOCK_50_2) begin
		if (SW[9] == 1) LEDG <= 0;
		else LEDG <= regLED;
	end
endmodule	
module presclaer(
    input				CLK,
    input               rst,
    input      [31:0]	target,
	output reg [31:0]	cnt,
    output reg         	presclaerFlag,
	output reg			preCLK
);
	reg prescalingCLK = 1;
	always @(posedge CLK) begin
        if (rst == 1) begin
            cnt <= 0;
            presclaerFlag <= 0;
        end
        else begin
            if(target > cnt) begin
                cnt <= cnt + 1;
                presclaerFlag <= 0;
            end
            else if (cnt >= target) begin
                cnt <= 0;
                presclaerFlag <= 1;
            end
        end
	end
	always @(posedge CLK) begin
		if (presclaerFlag == 1) preCLK <= preCLK ^ 1;
	end
endmodule
```
**./run.sh**
```bash
#!/bin/bash
# OpenROAD 26Q1-2900-gdf79404cd8, Yosys 0.63+post, stock flow scripts
make -C /OpenROAD-flow-scripts/flow DESIGN_CONFIG=/design/flow/config.mk WORK_HOME=/design/flow/orfs finish
```
==> job_summary.md <==
## Implementation flow summary

| Metric | Value |
|---|---|
| Cell accounting for the most synthesized area | `dfxtp_1` |
| Vias in the first global route | `1566` |
| Synth Register Bits | `64` |
| Worst-Skew Late Latency | `330 ps` |
| Worst setup margin | `977 ps` |
| Synthesized area | `2320 um2` |
| Final Hold Vio Count | `0` |
| Vias per std cell | `5.38` |
| CP max-delay cell | `dfxtp_1` |
| Grt ovf | `0` |
| CP max FO | `12` |
| Main synth FF type | `dfxtp_1` |
| Pwr dens | `546 nW/um2` |
| Initial antenna violation count | `0` |
| Initial core utilization | `52.7%` |
| Delay of the slowest critical-path stage | `680 ps` |
| Core Footprint | `4410 um2` |
| Area leader share | `45.6%` |
| # fillers | `354` |
| Mapped Cells | `211` |
| CTS Hold Buffers Added | `0` |
| Minimum clock period | `2220 ps` |
| Post-DP HPWL | `2.76 mm` |
| Sum of buffers and inverters on the critical path | `1` |
| OpenROAD warnings | `36` |
| Status | `completed` |
| Setup_tns | `0 ps` |
| CTS root buf | `clkbuf_8` |
| Crit share post-route | `69.5%` |
| Syn Area/Cell | `11.0 um2` |
| Die area | `4930 um2` |
| Area fraction in mux cells | `4.84%` |
| RSZ-0062 raised after global routing | `false` |
| Critical path endpoint category | `output port` |
| Xor+xnor area frac | `4.52%` |
| DIE HEIGHT | `70.2 um` |
| DRC viols | `0` |
| Via count | `1753` |
| Ys async rst share | `0%` |
| Top cells excl fill/tap | `dfxtp_1 (53), clkdlybuf4s50_1 (46), nor2_1 (14)` |
| WL/cell | `13.3 um` |
| Critical path required time | `2560 ps` |
| Area Overhead vs Synth | `32.5%` |
| Simple share | `19.8%` |
| Data arrival, critical path | `1580 ps` |
| Most numerous logic cell after layout | `dfxtp_1` |
| Startpoint types | `register` |
| CTS H-tree lvls | `3` |
| Critical path class | `register to output port` |
| Antenna Nets Post-Route | `0` |
| Post-synthesis sequential area ratio | `59.8%` |
| And-or/or-and share of the synthesized area | `7.27%` |
| Detailed Routing Iterations Pass 1 | `4` |
| Max-slew violations | `0` |
| Top Family by Delay on Critical Path | `flip-flops` |
| Max-cap violations | `0` |
| Pre-CTS WS | `1150 ps` |
| Synth warnings | `4` |
| Yosys adder share | `1.08%` |
| Buffers on Ports | `46` |
| Leak pwr | `0.00106 uW` |
| Top Ports | `55` |
| Layout cells sized above 1 | `11.7%` |
| Post-synth EDFFs | `11` |
| Worst slew pin tran | `784 ps` |
| Worst path cell trace | `clkdlybuf4s50_1` |
| Max Freq | `450 MHz` |
| CTS clk-pin slew, worst paths | `70 ps` |
| Postcts setup bufs | `0` |
| Slew HR | `46.4%` |
| CTS Buf Count | `9` |
| Logic family by area | `simple AND/OR/NAND/NOR gates` |
| Row count | `24` |
| CTS tree | `yes` |
| Die width | `70.2 um` |
| Final setup vio count | `0` |
| Global-route wire length before repair | `7.31 mm` |
| Routability Congestion | `0.765` |
| Hold Crit Class | `register to register` |
| WL final | `4.33 mm` |
| Setup Skew | `3.61 ps` |
| Peak VDD IR | `340 uV` |
| Top cells by area | `dfxtp_1 (46%), edfxtp_1 (14%), mux2_2 (4.8%)` |
| Post-CTS sizing | `0` |
| Clock buffer depth | `2` |
| Antenna diodes | `0` |
| Yosys Instances | `211` |
| Iteration-0 DRC count of the detailed router | `56` |
| Synth cell types | `35` |
| Largest net degree at the start of global routing | `15` |
| Synthesis area per yosys | `2320 um2` |
| Total GRT Usage | `19.3%` |
| CTS sink cnt | `64` |
-- power breakdown --
part           switching (uW)  internal (uW)  leakage, uW  total, uW
Clock                     315            439     0.000113        754
Combinational            12.0           40.5     0.000400       52.5
Sequential               16.8            858     0.000544        874
Total                     344           1340      0.00106       1680
-- synthesized netlist by cell type (7+ instances only) --
cell type	instances
a21oi_1	11
dfxtp_1	53
nand3_1	13
edfxtp_1	11
or4_1	7
nor2b_1	10
inv_1	8
mux2_2	10
nor2_1	14
-- state kept, by name (all words and copies together), names as in the netlist --
register / count
regLED: 10
LEDG: 10
i_presclaer.preCLK: 1
i_presclaer.presclaerFlag: 1
i_presclaer.cnt: 32
regLED_buff: 10
-- routing by layer --
layer	vias up	track usage [%]	part of all wire, %
li1	872	-	-
met1	819	31.0	49
met2	54	29.0	44
met3	8	4.23	5.4
met4	0	3.33	1.8
met5	-	0	0
-- stage by stage --
stage / total power, uW / hold slack (ps) / instances / instance area [um2] / util (%)
after global routing: 1740 / 374 / 326 / 3080 / 69.8
after detailed placement: 945 / 347 / 310 / 2860 / 64.8
after floorplan: 907 / 340 / 217 / 2350 / -
final: 1680 / 362 / 326 / 3080 / 69.8
after global placement: 944 / 346 / 310 / 2860 / 64.8
after CTS: 1700 / 363 / 326 / 3080 / 69.8
-- worst paths after layout --
path,slack [ps],cells past startpoint,start,to
worst max-delay path,980,1,i_presclaer.presclaerFlag,presclaerFlag
worst max register to register,1160,4,i_presclaer.cnt[2],i_presclaer.cnt[23]
worst min register to register,360,0,regLED[3],regLED_buff[3]
worst min-delay path,360,0,regLED[3],regLED_buff[3]
-- kinds of logic (layout without fill, tap and decap cells) --
| logic type | after synthesis | in the layout |
|---|---|---|
| flops | 64 | 64 |
| fa+ha+maj | 2 | 2 |
| mux | 10 | 10 |
| simple gates | 80 | 80 |
| xor+xnor | 12 | 12 |
| buf+inv | 15 | 72 |
| compound gates | 27 | 27 |
| other cells | 1 | 7 |
-- area by class of cell --
type	instances	area [um2]	area share (%)
clock buffers	9	124	4.02
repair buffers	48	475	15.4
clock inverters	7	96.3	3.13
well taps	52	65.1	2.11
inverters	8	30.0	0.975
multi-input cells	138	898	29.2
flip-flops and latches	64	1390	45.2
Power figures rest on the tool's default switching activity, not on a simulated workload.
