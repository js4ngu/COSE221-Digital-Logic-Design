==> /design/flow/run.sh <==
#!/bin/bash
# OpenROAD 26Q1-2900-gdf79404cd8, Yosys 0.63+post, stock flow scripts
make -C /OpenROAD-flow-scripts/flow DESIGN_CONFIG=/design/flow/config.mk WORK_HOME=/design/flow/orfs finish
==> /design/flow/config.mk <==
export PLATFORM = sky130hd
export DESIGN_NAME = lab7
export DESIGN_NICKNAME = lab7
export VERILOG_FILES = /design/flow/design.v
export SDC_FILE = /design/flow/constraint.sdc
export NUM_CORES = 4
export LEC_CHECK = 1
export CORE_UTILIZATION = 40
==> /design/flow/constraint.sdc <==
current_design lab7

set clk_period 7.5
set clk_io_pct 0.2

create_clock -name clk0 -period $clk_period [get_ports {CLOCK_50_2}]

set non_clock_inputs [all_inputs -no_clocks]
set_input_delay [expr $clk_period * $clk_io_pct] -clock clk0 $non_clock_inputs
set_output_delay [expr $clk_period * $clk_io_pct] -clock clk0 [all_outputs]
==> /design/flow/design.v <==
module lab2(
    input      [9:0] SW,
    output     [6:0] HEX0_D,
    output     [6:0] HEX1_D,
    output     [6:0] HEX2_D,
    output     [6:0] HEX3_D
    );
    SEG i_seg(
        .HEX        (SW[9:8]),
        .num        (SW[3:0]),
        .HEX0_D     (HEX0_D),
        .HEX1_D     (HEX1_D),
        .HEX2_D     (HEX2_D),
        .HEX3_D     (HEX3_D)
    );
endmodule
module SEG(
    input      [2:0] HEX,
    input      [3:0] num,
    output reg [6:0] HEX0_D,
    output reg [6:0] HEX1_D,
    output reg [6:0] HEX2_D,
    output reg [6:0] HEX3_D
);
    always @(HEX) begin
        case(HEX)
        0 : begin
            HEX1_D = 7'b1111111;
            HEX2_D = 7'b1111111;
            HEX3_D = 7'b1111111;
            case(num[3:0])
            4'h0 : HEX0_D = 7'b1000000;
            4'h1 : HEX0_D = 7'b1111001;
            4'h2 : HEX0_D = 7'b0100100;
            4'h3 : HEX0_D = 7'b0110000;
            4'h4 : HEX0_D = 7'b0011001;
            4'h5 : HEX0_D = 7'b0010010;
            4'h6 : HEX0_D = 7'b0000010;
            4'h7 : HEX0_D = 7'b1111000;
            4'h8 : HEX0_D = 7'b0000000;
            4'h9 : HEX0_D = 7'b0010000;
            4'hA : HEX0_D = 7'b0001000;
            4'hB : HEX0_D = 7'b0000011;
            4'hC : HEX0_D = 7'b1000110;
            4'hD : HEX0_D = 7'b0100001;
            4'hE : HEX0_D = 7'b0000110;
            4'hF : HEX0_D = 7'b0001110;
            endcase 
        end
        1 : begin
            HEX0_D = 7'b1111111;
            HEX2_D = 7'b1111111;
            HEX3_D = 7'b1111111;
            case(num[3:0])
            4'h0 : HEX1_D = 7'b1000000;
            4'h1 : HEX1_D = 7'b1111001;
            4'h2 : HEX1_D = 7'b0100100;
            4'h3 : HEX1_D = 7'b0110000;
            4'h4 : HEX1_D = 7'b0011001;
            4'h5 : HEX1_D = 7'b0010010;
            4'h6 : HEX1_D = 7'b0000010;
            4'h7 : HEX1_D = 7'b1111000;
            4'h8 : HEX1_D = 7'b0000000;
            4'h9 : HEX1_D = 7'b0010000;
            4'hA : HEX1_D = 7'b0001000;
            4'hB : HEX1_D = 7'b0000011;
            4'hC : HEX1_D = 7'b1000110;
            4'hD : HEX1_D = 7'b0100001;
            4'hE : HEX1_D = 7'b0000110;
            4'hF : HEX1_D = 7'b0001110;
            endcase 
        end
        2 : begin
            HEX0_D = 7'b1111111;
            HEX1_D = 7'b1111111;
            HEX3_D = 7'b1111111;
            case(num[3:0])
            4'h0 : HEX2_D = 7'b1000000;
            4'h1 : HEX2_D = 7'b1111001;
            4'h2 : HEX2_D = 7'b0100100;
            4'h3 : HEX2_D = 7'b0110000;
            4'h4 : HEX2_D = 7'b0011001;
            4'h5 : HEX2_D = 7'b0010010;
            4'h6 : HEX2_D = 7'b0000010;
            4'h7 : HEX2_D = 7'b1111000;
            4'h8 : HEX2_D = 7'b0000000;
            4'h9 : HEX2_D = 7'b0010000;
            4'hA : HEX2_D = 7'b0001000;
            4'hB : HEX2_D = 7'b0000011;
            4'hC : HEX2_D = 7'b1000110;
            4'hD : HEX2_D = 7'b0100001;
            4'hE : HEX2_D = 7'b0000110;
            4'hF : HEX2_D = 7'b0001110;
            endcase 
        end
        3 : begin
            HEX0_D = 7'b1111111;
            HEX1_D = 7'b1111111;
            HEX2_D = 7'b1111111;
            case(num[3:0])
            4'h0 : HEX3_D = 7'b1000000;
            4'h1 : HEX3_D = 7'b1111001;
            4'h2 : HEX3_D = 7'b0100100;
            4'h3 : HEX3_D = 7'b0110000;
            4'h4 : HEX3_D = 7'b0011001;
            4'h5 : HEX3_D = 7'b0010010;
            4'h6 : HEX3_D = 7'b0000010;
            4'h7 : HEX3_D = 7'b1111000;
            4'h8 : HEX3_D = 7'b0000000;
            4'h9 : HEX3_D = 7'b0010000;
            4'hA : HEX3_D = 7'b0001000;
            4'hB : HEX3_D = 7'b0000011;
            4'hC : HEX3_D = 7'b1000110;
            4'hD : HEX3_D = 7'b0100001;
            4'hE : HEX3_D = 7'b0000110;
            4'hF : HEX3_D = 7'b0001110;
            endcase 
        end
        endcase
    end
endmodule
module pulseKey (
    input       btn,
    input       clk,
    input       reset,
    output reg  keyPulse
);
    reg q_DFF, out;
    always @(posedge clk or posedge reset) begin
        if (reset) q_DFF = 0;
        else       q_DFF = btn;
    end
    always @(posedge clk or posedge reset) begin
        if (reset) keyPulse = 0;
        else       keyPulse = (q_DFF == 0) && (btn == 1);
    end
endmodule
module presclaer(
    input				CLK,
    input               rst,
    input      [31:0]	target,
	output reg [31:0]	cnt,
    output reg         	presclaerFlag,
	output reg			preCLK
);
	reg prescalingCLK = 1;
	always @(posedge CLK) begin
        if (rst == 1) begin
            cnt <= 0;
            presclaerFlag <= 0;
        end
        else begin
            if(target > cnt) begin
                cnt <= cnt + 1;
                presclaerFlag <= 0;
            end
            else if (cnt >= target) begin
                cnt <= 0;
                presclaerFlag <= 1;
            end
        end
	end
	always @(posedge CLK) begin
		if (presclaerFlag == 1) preCLK <= preCLK ^ 1;
	end
endmodule
module lab7(
    input				CLOCK_50_2,
    input      [9:0]	SW,
    input 	   [9:0]    BUTTON,
    output          	presclaerFlag,
	output reg       	Alarm_flag,
	output reg [8:0]	smallSec,
	output reg [8:0]	sec,
	output reg [8:0]	min,
    output     [6:0] 	HEX0_D,
    output     [6:0] 	HEX1_D,
    output     [6:0] 	HEX2_D,
    output     [6:0] 	HEX3_D,
    output reg [9:0]    LEDG
);
	parameter target = 5000000;
	reg [10:0] Alr;
	reg [1:0] FSM_flag;
	reg [8:0] alr_sec, alr_min;
	reg [3:0] min_hex, secH_hex, secL_hex, smallSec_hex;
    wire [9:0] keyPulse;
    pulseKey i_pulseKey1(
        .btn        (BUTTON[1]),
        .clk        (CLOCK_50_2),
		.reset      (),
        .keyPulse   (keyPulse[1])
    );
    pulseKey i_pulseKey2(
        .btn        (BUTTON[2]),
        .clk        (CLOCK_50_2),
		.reset      (),
        .keyPulse   (keyPulse[2])
    );
	presclaer i_presclaer(
		.CLK			(CLOCK_50_2),
		.rst			(SW[9]),
		.target			(target),
		.cnt			(cnt),
		.presclaerFlag	(presclaerFlag),
		.preCLK			(preCLK)
	);
    SEG i_seg0(
        .HEX        (0),
        .num        (smallSec_hex),
        .HEX0_D     (HEX0_D),
        .HEX1_D     (),
        .HEX2_D     (),
        .HEX3_D     ()
    );
    SEG i_seg1(
        .HEX        (1),
        .num        (secL_hex),
        .HEX0_D     (),
        .HEX1_D     (HEX1_D),
        .HEX2_D     (),
        .HEX3_D     ()
    );
    SEG i_seg2(
        .HEX        (2),
        .num        (secH_hex),
        .HEX0_D     (),
        .HEX1_D     (),
        .HEX2_D     (HEX2_D),
        .HEX3_D     ()
    );
    SEG i_seg3(
        .HEX        (3),
        .num        (min_hex),
        .HEX0_D     (),
        .HEX1_D     (),
        .HEX2_D     (),
        .HEX3_D     (HEX3_D)
    );
	always @(posedge CLOCK_50_2) begin
		if (SW[8] == 1) FSM_flag = 0;		 
		else if (SW[9] == 1) FSM_flag = 1;	 
		else if ((min == alr_min) && (sec == alr_sec)) FSM_flag = 2;
		else FSM_flag = 3;
	end
	always @(posedge CLOCK_50_2) begin
		case (FSM_flag)
			0: begin
				Alr = 10'h0;
				if (keyPulse[2]) alr_min <= alr_min + 1;
				if (keyPulse[1]) alr_sec <= alr_sec + 1;
				if (alr_min >= 10) alr_min <= 0;
				if (alr_sec >= 60) alr_sec <= 0;
				min_hex		 <= alr_min;
				secH_hex	 <=	(alr_sec/10) % 10;
				secL_hex	 <=	alr_sec % 10;
			end
			1: begin
				Alr = 10'h0;
				if (keyPulse[2]) min <= min + 1;
				if (keyPulse[1]) sec <= sec + 1;
				if (min >= 10) min <= 0;
				if (sec >= 60) sec <= 0;
				min_hex		 <= min;
				secH_hex	 <=	(sec/10) % 10;
				secL_hex	 <=	sec % 10;
			end
			2 : begin
				Alr = 10'h3FF;
				sec <= alr_sec;
				min <= alr_min;
				min_hex		 <= min;
				secH_hex	 <=	(sec/10) % 10;
				secL_hex	 <=	sec % 10;
			end
			default: begin
				Alr = 10'h0;
				if (presclaerFlag == 1) smallSec <= smallSec + 1;
				if(smallSec >= 10) begin
					smallSec <= 0;
					sec <= sec + 1;
				end
				if (sec >= 60) begin
					sec <= 0;
					min <= min + 1;
				end
				if (min >= 10) min <= 0;
				min_hex		 <= min;
				secH_hex	 <=	(sec/10) % 10;
				secL_hex	 <=	sec % 10;
				smallSec_hex <=	smallSec;
			end
		endcase
		LEDG <= Alr;
	end
endmodule
==> run summary <==
flow finished, numbers: highest attainable clock frequency approximately 0.15 GHz, share of cells above drive strength 1 0.1139, number of I/O port buffers ~68, amount of wire on met2 after detailed routing roughly 7 mm, final RePlAce weighted congestion approximately 0.9, Power Density 261.4 nW/um^2, FF-to-FF setup slack about 870 ps, count of clock tree sinks 114, placeable core region 18710 sq um, CTS clk-pin slew, worst paths around 60 ps, uppermost routed layer met4, number of endpoints with negative hold slack in the final report 0, netlist area before placement ~7600 sq um, DIE WIDTH around 140 um, Wirelength per Cell ~15 um, count of yosys warnings during synthesis 14, dominant synthesized flop cell sky130_fd_sc_hd__dfxtp_1, global router's overall resource usage 0.1736, Cell Rows 50, share of synthesized area occupied by flip-flops and latches 0.3639, Chip Area, Yosys 7619 sq um, r2r endpoint HEX2_D[3], minimum hold slack roughly 510 ps, count of placed standard cells in the final layout, fillers left out 1112, Met3 Routed Length about 780 um, worst path arrival time 6960 ps, final worst path period need between 6000 and 7000 ps, count of state elements after synthesis 114, TritonCTS clock tree built, Worst IR Drop VDD between 150 and 200 uV, number of warnings in the stage logs 74, wl on met1 8.219 mm, buffer cell driving the clock tree root sky130_fd_sc_hd__clkbuf_16, worst hold path class flip-flop to flip-flop, cell count after placement around 1100, clock buffer depth 2, beginning of the worst hold path i_presclaer.cnt[0], Ant. Diodes 0, LEAKAGE between 3 and 4 nW, Core Util at FP 0.4073, core occupancy in the finished layout 0.4821, number of hold-repair buffers added at the cts stage 0, hold path depth 1, y dimension of the die ~140 um, RSZ-0062 raised after global routing no, number of global-route vias before repair roughly 5400, worst hold path endpoint i_presclaer.cnt[0], nature of the critical path endpoint flip-flop, tally of unique sky130hd cells used after synthesis 102, aggregate global routing overflow 0, reg-to-reg critical path startpoint FSM_flag[0], number of synthesized flops with an enable pin 49, tally of nets with antenna violations remaining after routing 0, clock buffer count from CTS 17, TNS Setup 0 ps, total vias in the final route ~6000, Period Utilization, post-route 0.8837, Die ar. just under 20000 sq um, post-cts gate resize count 0, number of cell instances on the worst register-to-register path 26, Post CTS Setup Buffer Count 0, half-perimeter wire length after detailed placement between 10 and 15 mm, # DRC 0, signed area change from the synthesized netlist to the final layout 18.38%, asr flop ratio synth 0, number of cell instances after yosys synthesis 796, number of search-and-repair iterations in the first detailed-routing pass 5, count of endpoints failing setup in the final report 0, maximum number of pins on one net before global-route repair 32, crit-path max FO 17, first-pass GRT wire length roughly 27 mm, startpoint type of the worst setup path flip-flop, Slew @ Worst Pin between 800 and 900 ps, Setup Skew 9.536 ps, number of primary I/O pins 88, remaining max-slew budget at the tightest pin 0.4349, source-to-sink clock delay at the later pin of the worst-skew pair ~400 ps, average instance area after synthesis ~9.6 sq um, via/cell ratio 5.374, data required time of the critical path between 7000 and 8000 ps, category of the critical setup timing path flip-flop to flip-flop, outcome finished clean, total wirelength of the detailed-routed design roughly 16 mm, final count of pins violating max slew 0, antenna violations before repair 0, synthesized instance count a little under 800, count of routing violations after the opening detailed-route iteration approximately 370, H-tree level count 4, max cap viols 0
[power breakdown]
part	switching [mW]	total (mW)	internal, mW
sequential	0.0355	0.752	0.716
combinational	0.440	0.828	0.389
clock	0.289	0.778	0.489
[layer usage]
metal,up-vias,track usage
met3,14,0.03483
li1,3017,-
met4,0,0.02024
met1,2789,0.2777
met2,156,0.2574
met5,-,0
[metrics by stage]
step	worst slack [ps]	power, mW	instance area (sq um)
3_5_place_dp	979.5	1.587	8429
3_3_place_gp	981.6	1.589	8429
2_1_floorplan	1720	1.386	7701
6_report	872.4	2.358	9019
5_1_grt	410.7	2.499	9019
4_1_cts	926.9	2.376	9019
[layout make-up]
class | count | area [sq um]
flip-flops and latches | 114 | 2774
well taps | 234 | 292.8
inverters | 39 | 146.4
repair buffers | 75 | 733.2
fillers | 1691 | 9687
multi-input cells | 618 | 4483
clock buffers | 20 | 467.9
clock inverters | 12 | 121.4
[flip-flops by register name, indices dropped and copies added, names as in the netlist, 4 cells and up]
signal / cells
min: 9
HEX1_D: 7
smallSec_hex: 4
alr_min: 9
smallSec: 9
HEX0_D: 7
i_presclaer.cnt: 32
alr_sec: 9
HEX2_D: 7
HEX3_D: 7
sec: 9
[Yosys cell counts (5+ instances only)]
cell / instances / area share
sky130_fd_sc_hd__o31ai_1: 15 / 0.015
sky130_fd_sc_hd__a21oi_1: 18 / 0.012
sky130_fd_sc_hd__dfxtp_1: 65 / 0.17
sky130_fd_sc_hd__ha_1: 44 / 0.072
sky130_fd_sc_hd__nor3_1: 13 / 0.0085
sky130_fd_sc_hd__mux2_2: 9 / 0.013
sky130_fd_sc_hd__nand2_1: 55 / 0.027
sky130_fd_sc_hd__mux2i_4: 5 / 0.015
sky130_fd_sc_hd__a22o_1: 6 / 0.0069
sky130_fd_sc_hd__inv_1: 34 / 0.017
sky130_fd_sc_hd__nor2_1: 92 / 0.045
sky130_fd_sc_hd__inv_2: 5 / 0.0025
sky130_fd_sc_hd__clkbuf_1: 16 / 0.0079
sky130_fd_sc_hd__mux2i_1: 15 / 0.020
sky130_fd_sc_hd__edfxtp_1: 49 / 0.19
sky130_fd_sc_hd__buf_2: 8 / 0.0053
sky130_fd_sc_hd__xor2_1: 36 / 0.041
sky130_fd_sc_hd__buf_6: 6 / 0.0089
sky130_fd_sc_hd__o21ai_0: 18 / 0.012
sky130_fd_sc_hd__and2_1: 15 / 0.012
sky130_fd_sc_hd__o211ai_1: 5 / 0.0049
sky130_fd_sc_hd__nand3_1: 41 / 0.027
sky130_fd_sc_hd__nor4_1: 14 / 0.011
sky130_fd_sc_hd__a31oi_1: 6 / 0.0049
sky130_fd_sc_hd__o21ai_1: 8 / 0.0053
sky130_fd_sc_hd__mux2_4: 5 / 0.0099
sky130_fd_sc_hd__nand2b_1: 6 / 0.0049
sky130_fd_sc_hd__xnor2_1: 21 / 0.024
sky130_fd_sc_hd__o22ai_1: 6 / 0.0049
sky130_fd_sc_hd__buf_4: 15 / 0.015
sky130_fd_sc_hd__and3_1: 8 / 0.0066
sky130_fd_sc_hd__a211oi_1: 9 / 0.0089
sky130_fd_sc_hd__nand4_1: 15 / 0.012
[worst max path at each step]
| stage | slack (ps) | end | cells past startpoint | start |
|---|---|---|---|---|
| final | 870 | HEX2_D[3] | 26 | FSM_flag[0] |
| after CTS | 930 | HEX2_D[3] | 26 | FSM_flag[0] |
| after global routing | 410 | HEX2_D[6] | 25 | FSM_flag[0] |
[worst max-delay path, cell delays in order, from the launching register on]
cell and delay, ps:
sky130_fd_sc_hd__dfxtp_2 490, sky130_fd_sc_hd__mux2i_4 600, sky130_fd_sc_hd__inv_2 220, sky130_fd_sc_hd__ha_1 370
sky130_fd_sc_hd__nand2b_1 280, sky130_fd_sc_hd__nor4_1 320, sky130_fd_sc_hd__o311ai_1 160, sky130_fd_sc_hd__a21o_2 290
sky130_fd_sc_hd__inv_2 130, sky130_fd_sc_hd__ha_1 160, sky130_fd_sc_hd__inv_1 40, sky130_fd_sc_hd__ha_1 320
sky130_fd_sc_hd__nand2b_1 160, sky130_fd_sc_hd__o221ai_1 270, sky130_fd_sc_hd__nand3_1 140, sky130_fd_sc_hd__nor4_1 290
sky130_fd_sc_hd__a32oi_1 150, sky130_fd_sc_hd__xnor2_1 220, sky130_fd_sc_hd__or3_1 560, sky130_fd_sc_hd__a21oi_1 170
sky130_fd_sc_hd__mux2_2 240, sky130_fd_sc_hd__inv_1 90, sky130_fd_sc_hd__ha_1 310, sky130_fd_sc_hd__inv_1 60
sky130_fd_sc_hd__a22oi_1 170, sky130_fd_sc_hd__o221ai_1 140, sky130_fd_sc_hd__a32oi_1 190
[cell usage in the layout, fill, tap and decap left out, drive strengths merged, types with 5 or more instances in the layout]
cell / instances
o31ai: 15
and3: 8
and2: 15
ha: 44
nand4: 15
mux2: 16
buf: 7
conb: 23
a31oi: 7
a211oi: 12
inv: 42
o22ai: 6
a22o: 7
clkbuf: 20
xnor2: 23
xor2: 36
nor4: 15
edfxtp: 49
nand3: 42
nand2: 57
o21ai: 28
nor3: 16
o211ai: 8
a22oi: 5
nand2b: 6
a21oi: 18
or3: 5
clkdlybuf4s50: 68
nor2: 93
dfxtp: 65
mux2i: 22
[cells by family (layout without fill, tap and decap cells)]
family	count (synthesis)	count (layout)	share of synthesized area
other	1	23	0.0004922
buffers and inverters	86	146	0.05847
muxes	40	40	0.07013
adders and majority gates	46	46	0.07505
AOI/OAI and AO/OA	161	161	0.1703
and+or+nand+nor	289	289	0.1903
DFF	114	114	0.3639
xor gates and xnor gates	59	59	0.07128
Power and IR drop assume default switching activity.
